$ cat design/flow/config.mk
export PLATFORM = sky130hd
export DESIGN_NAME = seven_segment
export DESIGN_NICKNAME = seven_segment
export VERILOG_FILES = /design/flow/design.v
export SDC_FILE = /design/flow/constraint.sdc
export NUM_CORES = 4
export LEC_CHECK = 1
export CORE_AREA = 10 10 70 70
export DIE_AREA = 0 0 80 80
$ cat design/flow/constraint.sdc
current_design seven_segment

set clk_period 2.3
set clk_io_pct 0.2

create_clock -name clk0 -period $clk_period

set non_clock_inputs [all_inputs -no_clocks]
set_input_delay [expr $clk_period * $clk_io_pct] -clock clk0 $non_clock_inputs
set_output_delay [expr $clk_period * $clk_io_pct] -clock clk0 [all_outputs]
$ cat design/flow/design.v
module seven_segment (
input [3:0]in,
output reg [6:0]out
);
always @ (*)
begin
  case(in)
    4'd0: out = 7'b0000001;
    4'd1: out = 7'b1001111;
    4'd2: out = 7'b0010010;
    4'd3: out = 7'b0000110;
    4'd4: out = 7'b1001100;
    4'd5: out = 7'b0100100;
    4'd6: out = 7'b0100000;
    4'd7: out = 7'b0001111;
    4'd8: out = 7'b0000000;
    4'd9: out = 7'b0000100;
    4'd10: out = 7'b0001000;
    4'd11: out = 7'b1100000;
    4'd12: out = 7'b0110001;
    4'd13: out = 7'b1000010;
    4'd14: out = 7'b0110000;
    4'd15: out = 7'b0111000;
    default: out = 7'b1111111;
  endcase
end
endmodule
$ cat design/flow/run.sh
#!/bin/bash
# OpenROAD 26Q1-2900-gdf79404cd8, Yosys 0.63+post, stock flow scripts
make -C /OpenROAD-flow-scripts/flow DESIGN_CONFIG=/design/flow/config.mk WORK_HOME=/design/flow/orfs finish
==> run notes <==
Notes on the flow run.

- The synthesis warning total is 1, for reference.
- For the worst min-delay path, the startpoint reported by OpenROAD is in[2].
- Per the final report, max-transition violations number 0.
- The worst hold slack is 1.47 ns, for reference.
- The layout clock buffer count is 0, for reference.
- The first detailed-routing pass took 4 iterations.
- The tally of unique sky130hd cells used after synthesis is 13, for reference.
- The worst setup path is launched from an input port.
- The flow ran to the end, and the final reports show no timing, DRC or antenna violations.
- The average cell area after synthesis is 8.15 sq um, for reference.
- The total area of sequential cells is 0 sq um, for reference.
- In this run the tools logged warnings totalling 38.
- The slew at the pin closest to its max-slew limit is 0.182 ns, for reference.
- OpenROAD reports that the post-layout worst path occupies 93.3% of the period.
- According to the Yosys statistics, the synthesized design has a chip area of 269 sq um.
- The number of flip-flops and latches is 0, for reference.
- The largest net degree at the start of global routing is 11, for reference.
- The cell taking the most area after synthesis is sky130_fd_sc_hd__ha_1, for reference.
- Yosys stat counts 33 cells in the synthesized netlist.
- The total routing resource utilization after global routing is 1.92%, for reference.
- The worst hold path stage count is 3, for reference.
- The number of violations of the max-capacitance limit is 0, for reference.
- The fraction of layout instances using a drive strength above 1 is 24.5%, for reference.
- By instance count after routing, the leading logic cell types are 7 x sky130_fd_sc_hd__ha_1, 6 x sky130_fd_sc_hd__mux2i_1, 6 x sky130_fd_sc_hd__clkdlybuf4s50_1.
- The flow reported a cell area power density of 154 nW/um^2.
- The detailed router placed 270 vias in this run.
- The final critical path time including I/O delays and setup is 2.15 ns, for reference.
- The average wire length per cell after detail routing is 6.84 um, for reference.
- The number of design rule violations left after detail routing is 0, for reference.
- The final RePlAce weighted congestion is 0.763, for reference.
- The first-pass GRT wire length is 1090 um, for reference.
- Timing would allow up to 466 MHz.
- For reference, the most critical setup path is categorized as in2out.
- The number of cells in the finished layout apart from fillers is 95, for reference.
- Setup repair after global routing left no endpoint under its margin.
- The floorplan core area is 3420 sq um, for reference.
- Before any placement, the netlist area is recorded as 269 sq um.
- The final setup violation count is 0, for reference.
- After floorplanning, the core was divided into 21 placement rows.
- The die span in y is 80 um, for reference.
- The required time at the worst-slack endpoint is 1.84 ns, for reference.
- The launch point of the worst path is in[0], for reference.
- The via count of the first global-routing pass is 263.
- The total power is 0.0726 mW, for reference.
- The number of instances in the synthesized netlist is 33, for reference.
- The arrival time of data at the worst endpoint is listed as 1.69 ns.
- Ranked by total cell area, the synthesized netlist is headed by sky130_fd_sc_hd__ha_1 33%, sky130_fd_sc_hd__mux2i_1 22%, sky130_fd_sc_hd__mux4_2 8.4%.
- The leakage power of the design is 0.226 nW, for reference.
- The worst ir drop on vdd is 0.0000190 V, for reference.
- The type of the most critical hold path is in2out, for reference.
- The sum of negative setup slack is 0 ns, for reference.
- The share of Yosys cell area claimed by the top area cell type is 32.6%, for reference.
- The floorplan utilization is 7.88%, for reference.
- The area growth from synthesis to layout is 75.3%.
- The number of nets still failing antenna checks after routing is 0, for reference.
- The die covers 6400 sq um.
- The initial antenna violation count is 0, for reference.
- The buffer_ports step reported a buffer count of 11.
- The DRC violation total after the first TritonRoute iteration is 5, for reference.
- The worst-case headroom to the max-slew limit is 87.9%, for reference.
- Sequential elements use 0% of the synthesized area.
- The maximum fanout encountered on the critical timing path is 6, for reference.
- The remaining global-route overflow is 0, for reference.
- In the routed netlist, the antenna diode instances number 0.
- The HPWL after detailed placement is 587 um, for reference.
- In the post-route report, total wirelength is listed as 650 um.
- The critical path endpoint category is an output port, for reference.
- The number of placed instances with taps included is 95, for reference.
- The I/O pin count is 11, for reference.
- The post-detailed-route via-to-cell ratio is 2.84, for reference.
- The most frequently placed logic cell in the final layout is sky130_fd_sc_hd__ha_1, for reference.
- In the final report, the number of hold violations comes to 0.
- Per the OpenROAD floorplan log, the width of the die is 80 um.
[worst paths after layout]
path and endpoint:
min out[3], max out[4]
[area by class of cell]
type / count / area (sq um)
fillers: 397 / 2940
inverters: 3 / 11.3
multi-input cells: 28 / 243
well taps: 46 / 57.6
repair buffers: 18 / 160
[power breakdown]
group          internal (mW)  total, mW  switching, mW
Combinational         0.0453     0.0726         0.0273
Clock                      0          0              0
Sequential                 0          0              0
Total                 0.0453     0.0726         0.0273
[stage by stage]
stage | setup WS [ns] | instance area [sq um] | utilization (%)
after floorplan | 0.610 | 269 | -
final | 0.154 | 472 | 13.8
after global placement | -0.377 | 474 | 13.9
after global routing | 0.0266 | 472 | 13.8
after detailed placement | -0.390 | 474 | 13.9
after CTS | 0.00352 | 474 | 13.9
[kinds of logic after synthesis]
kind of cell,count (synthesis),synth area share (%)
compound gates,6,14.0
mux,7,30.7
simple gates,8,13.0
fa+ha+maj,7,32.6
buf+inv,5,9.77
[metal layers]
metal	global-route usage [%]	routed length, um	vias up
li1	-	-	147
met2	3.37	273	8
met3	0.455	87	0
met5	0	0	-
met4	0	0	0
met1	2.45	289	115
[synth_stat cells]
master and instances:
sky130_fd_sc_hd__ha_1 7, sky130_fd_sc_hd__clkbuf_1 1, sky130_fd_sc_hd__nand2b_1 2, sky130_fd_sc_hd__a21oi_1 2
sky130_fd_sc_hd__o21ai_1 2, sky130_fd_sc_hd__o211ai_1 1, sky130_fd_sc_hd__nor2_1 5, sky130_fd_sc_hd__nand2_1 1
sky130_fd_sc_hd__mux4_2 1, sky130_fd_sc_hd__mux2i_1 6, sky130_fd_sc_hd__a32o_1 1, sky130_fd_sc_hd__inv_1 3
sky130_fd_sc_hd__buf_6 1
[critical path: stages]
cell                              delay (ns)
sky130_fd_sc_hd__clkbuf_2               0.11
sky130_fd_sc_hd__buf_6                  0.13
sky130_fd_sc_hd__ha_1                   0.21
sky130_fd_sc_hd__nand2b_1               0.16
sky130_fd_sc_hd__mux2i_1                0.14
sky130_fd_sc_hd__clkdlybuf4s50_1        0.48
[timing repair]
item / in CTS / in global routing
setup buffers: 0 / 0
hold buffers: 0 / 0
pin swaps: 0 / 1
hold endpoints to repair: 0 / 0
endpoints found under the setup margin: 7 / 7
cloned: 0 / 0
gates resized: 8 / 5
Power figures rest on the tool's default switching activity, not on a simulated workload.
